==> ./design.v <==
`timescale 1ns / 1ps
module CPU(
input [15:0]i_datain,
input [15:0]d_datain,
input clock,
input reset,
input enable,
input start,
output [7:0]i_addr,
output [7:0]d_addr,
output [15:0]d_dataout,
output d_we
);
reg [15:0]gr[7:0];
reg state;
reg next_state;
reg [7:0]pc;
reg [15:0]id_ir;
reg [15:0]ex_ir;
reg [15:0]mem_ir;
reg [15:0]wb_ir;
reg [15:0]reg_A;
reg [15:0]reg_B;
reg [15:0]reg_C;
reg [15:0]reg_C1;
reg [15:0]smdr;
reg [15:0]smdr1;
wire [15:0]ALUo;
reg nf,zf,dw;
wire cf;    
assign i_addr = pc;
assign d_addr = reg_C[7:0];
assign d_we = dw;
assign d_dataout = smdr1;
always @(posedge clock)
    begin
        if (!reset)
            state <= 1'b0;
        else
            state <= next_state;
    end
always @(*)
    begin
        case (state)
            1'b0 : 
                if ((enable == 1'b1) 
                && (start == 1'b1))
                    next_state <= 1'b1;
                else    
                    next_state <= 1'b0;
            1'b1 :
                if ((enable == 1'b0) 
                || (wb_ir[15:11] == 5'b00001))
                    next_state <= 1'b0;
                else
                    next_state <= 1'b1;
        endcase
    end
always @(posedge clock or negedge reset)
    begin
        if (!reset)
            begin
                id_ir <= 0;
                pc <= 0;
            end
        else if (state ==1'b1)
            begin
                id_ir <= i_datain;
                if((mem_ir[15:11] == 5'b11000)
                || (mem_ir[15:11] == 5'b11001)
                ||  ((mem_ir[15:11] == 5'b11010)
                    && (zf == 1'b1)) 
                || ((mem_ir[15:11] == 5'b11011)
                    && (zf == 1'b0)) 
                || ((mem_ir[15:11] == 5'b11100)
                    && (nf == 1'b1))
                || ((mem_ir[15:11] == 5'b11101)
                    && (nf == 1'b0))
                || ((mem_ir[15:11] == 5'b11110)
                    && (cf == 1'b1))
                || ((mem_ir[15:11] == 5'b11111)
                    && (cf == 1'b0)))
                    pc <= reg_C[7:0]; 
                else
                    pc <= pc + 1; 
            end
    end
always @(posedge clock or negedge reset)
    begin
        if (!reset)
            begin
                ex_ir<=0;
                reg_A<=0;
                reg_B<=0;
                smdr<=0;
            end
        else if (state == 1'b1)
            begin
                ex_ir <= id_ir;
                if ((id_ir[15:11] == 5'b10000)
                || (id_ir[15:11] == 5'b01001) || (id_ir[15:11] == 5'b01011)
                || (id_ir[15:11] == 5'b11001)
                || (id_ir[15:11] == 5'b11010) || (id_ir[15:11] == 5'b11011)
                || (id_ir[15:11] == 5'b11100) || (id_ir[15:11] == 5'b11101)
                || (id_ir[15:11] == 5'b11110) || (id_ir[15:11] == 5'b11111))
                    reg_A <= gr[(id_ir[10:8])]; 
                else if(id_ir[15:11] == 5'b11000)
                    reg_A <= gr[(id_ir[7:0])]; 
                else
                    reg_A <= gr[id_ir[6:4]]; 
                if ((id_ir[15:11] == 5'b00010) || (id_ir[15:11] == 5'b00011) 
                || (id_ir[15:11] == 5'b00100) || (id_ir[15:11] == 5'b00110) 
                || (id_ir[15:11] == 5'b00101) || (id_ir[15:11] == 5'b00111))
                    reg_B <= {12'b0000_0000_0000, id_ir[3:0]}; 
                else if (id_ir[15:11] == 5'b00011)
                    begin
                        reg_B <= {12'b0000_0000_0000, id_ir[3:0]}; 
                        smdr <= gr[id_ir[10:8]];
                    end
                else if ((id_ir[15:11] == 5'b01001) || (id_ir[15:11] == 5'b01011) 
                || (id_ir[15:11] == 5'b11010) || (id_ir[15:11] == 5'b11011) 
                || (id_ir[15:11] == 5'b11100) || (id_ir[15:11] == 5'b11101) 
                || (id_ir[15:11] == 5'b11110) || (id_ir[15:11] == 5'b11111) 
                || (id_ir[15:11] == 5'b11001))
                    reg_B <= {8'b0000_0000,id_ir[7:0]}; 
                else if (id_ir[15:11] == 5'b11000) 
                    reg_B <= 0; 
                else if ((id_ir[15:11] == 5'b10001) || (id_ir[15:11] == 5'b10010))
                    reg_B <= gr[id_ir[2:0]]+cf; 
                else if (id_ir[15:11] == 5'b10000)
                   reg_B <= {id_ir[7:0],8'b0000_0000}; 
                else
                   reg_B <= gr[id_ir[2:0]];
            end
    end
ALU alu(
    .a(reg_A),
    .b(reg_B),
    .ir(ex_ir[15:11]),
    .ALUo(ALUo),
    .cf(cf)
);
always @(posedge clock or negedge reset)
    begin
        if (!reset)
            begin
                reg_C<=0;
                mem_ir<=0;
                zf<=0;
                nf<=0;
                dw<=0;
                smdr1<=0;
            end
        else if (state == 1'b1)
            begin
                mem_ir <= ex_ir;
                reg_C <= ALUo;
                if ((ex_ir[15:11] == 5'b01000) || (ex_ir[15:11] == 5'b01001) || (ex_ir[15:11] == 5'b10001)
                || (ex_ir[15:11] == 5'b01010) || (ex_ir[15:11] == 5'b01011) || (ex_ir[15:11] == 5'b10010)
                || (ex_ir[15:11] == 5'b01100))
                    begin
                        if (ALUo == 16'b0000_0000_0000_0000)
                            zf <= 1'b1;
                        else
                            zf <= 1'b0;
                        begin
                        if (ALUo[15] == 1'b1)
                            nf <= 1'b1;
                        else
                            nf <= 1'b0;
                        end
                    end
                if (ex_ir[15:11] == 5'b00011)
                    begin
                        dw <= 1'b1;
                        smdr1 <= smdr;
                    end
                else
                    dw <= 1'b0;
            end
    end
always @(posedge clock or negedge reset)
    begin
        if (!reset)
            begin
                reg_C1<=0;
                wb_ir<=0;
            end
        else if (state == 1'b1)
            begin
                wb_ir <= mem_ir;
                if (mem_ir[15:11] == 5'b00010)
                    reg_C1 <= d_datain;
                else
                    reg_C1 <= reg_C;
            end
    end     
always @(posedge clock or negedge reset)
    begin
        if (!reset)
            begin
                gr[0] <= 16'b0000_0000_0000_0000;
                gr[1] <= 16'b0000_0000_0000_0000;
                gr[2] <= 16'b0000_0000_0000_0000;
                gr[3] <= 16'b0000_0000_0000_0000;
                gr[4] <= 16'b0000_0000_0000_0000;
                gr[5] <= 16'b0000_0000_0000_0000;
                gr[6] <= 16'b0000_0000_0000_0000;
                gr[7] <= 16'b0000_0000_0000_0000;
            end
        else if (state == 1'b1)
            begin
                if ((wb_ir[15:11] == 5'b00010) || (wb_ir[15:11] == 5'b10000)
                || (wb_ir[15:11] == 5'b01000)|| (wb_ir[15:11] == 5'b01001) || (wb_ir[15:11] == 5'b10001)
                || (wb_ir[15:11] == 5'b01010)|| (wb_ir[15:11] == 5'b01011) || (wb_ir[15:11] == 5'b10010)
                || (wb_ir[15:11] == 5'b01101)|| (wb_ir[15:11] == 5'b01110) || (wb_ir[15:11] == 5'b01111)
                || (wb_ir[15:11] == 5'b00100)|| (wb_ir[15:11] == 5'b00110) 
                || (wb_ir[15:11] == 5'b00101)|| (wb_ir[15:11] == 5'b00111))
                    gr[wb_ir[10:8]] <= reg_C1;
            end
    end
endmodule
module ALU(
input [15:0]a,
input [15:0]b,
input [4:0]ir,
output reg [15:0]ALUo,
output reg cf
);
reg eat;
always@(a or b or ir)begin
    if(ir==5'b00010 || ir==5'b00011
    || ir==5'b01000 || ir==5'b01001 || ir==5'b10001
    || ir==5'b11000 || ir==5'b11001 
    || ir==5'b11010 || ir==5'b11011 || ir==5'b11100 || ir==5'b11101 || ir==5'b11110 || ir==5'b11111)
        {cf,ALUo} <= a+b;
    else if(ir==5'b01010 || ir==5'b01011 || ir==5'b10010
    || ir==5'b01100)
        ALUo <= $signed(a)-b;
    else if(ir==5'b01101)
        ALUo <= a&b;
    else if(ir==5'b01110)
        ALUo <= a|b;
    else if(ir==5'b01111)
        ALUo <= a^b;
    else if(ir==5'b00100)
        ALUo <= a<<b;
    else if(ir==5'b00110)
        ALUo <= a>>b;
    else if(ir==5'b00101)
        ALUo <= $signed(a)<<<b;
    else if(ir==5'b00111)
        ALUo <= $signed(a)>>>b;
    else
        ALUo <= 16'bXXXXXXXXXXXXXXXX;
end
endmodule
==> ./run.sh <==
#!/bin/bash
# OpenROAD 26Q1-2900-gdf79404cd8, Yosys 0.63+post, stock flow scripts
make -C /OpenROAD-flow-scripts/flow DESIGN_CONFIG=/design/flow/config.mk WORK_HOME=/design/flow/orfs finish
==> ./config.mk <==
export PLATFORM = sky130hd
export DESIGN_NAME = CPU
export DESIGN_NICKNAME = CPU
export VERILOG_FILES = /design/flow/design.v
export SDC_FILE = /design/flow/constraint.sdc
export NUM_CORES = 4
export LEC_CHECK = 1
export CORE_UTILIZATION = 30
==> ./constraint.sdc <==
current_design CPU

set clk_period 9.1
set clk_io_pct 0.2

create_clock -name clk0 -period $clk_period [get_ports {clock}]

set non_clock_inputs [all_inputs -no_clocks]
set_input_delay [expr $clk_period * $clk_io_pct] -clock clk0 $non_clock_inputs
set_output_delay [expr $clk_period * $clk_io_pct] -clock clk0 [all_outputs]
==> flow_summary.json <==
{
  "status": "finished clean",
  "synth_cell_types": 106,
  "cp_data_required_time_ns": 9.60,
  "ys_sh_simple": 0.1410,
  "yosysWarnings": 3,
  "synth_chip_area_um2": 19790,
  "top_logic_kind": "multiplexers",
  "skew_ns": 0.04063,
  "cts_buffers": 34,
  "drtIter0Drc": 1602,
  "core_util_floorplan": 0.3054,
  "critPathSlowestCell": "ha_1",
  "die_w_um": 258.9,
  "num_rows": 93,
  "grt_pass1_wl_um": 112400,
  "drc": 0,
  "layout_top_cells": "dfrtp_1 (271), mux2_2 (193), nor2_1 (185), o21ai_0 (150), a21oi_1 (145)",
  "vias_per_cell": 5.895,
  "fin_area_um2": 22390,
  "syn-cell-area_um2": 19790,
  "cp_max_fo": 36,
  "top_cell_area_share": 0.3477,
  "antenna_found_initial": 1,
  "hold_buffers": 0,
  "yosys.area.top_type": "dfrtp_1",
  "netlist_instances": 2125,
  "fin_crit_sh": 0.4426,
  "hold_ws_ns": 0.3713,
  "untimed_endpoints": 1,
  "clkTransAtPathRegs_ns": 0.06,
  "cts_setup_buffers": 0,
  "irDropWorstVdd_mv": 0.1781,
  "tns_ns": 0,
  "crit_chain": "buf_4 > inv_1 > ha_1 > nand2b_1 > o311ai_0 > buf_4 > a2111oi_0 > o32ai_1 > a2bb2oi_1 > nor3_1 > and3_1 > nand4_1 > nor4_2 > a21o_1",
  "ys.flop_type": "dfrtp_1",
  "edf_count": 0,
  "crit_top_cell": "buf_4",
  "dp_slack_ns": 5.074,
  "synth_flop_count": 277,
  "synth.area.mux_share": 0.2078,
  "ctsResizeCount": 0,
  "p_leak_nw": 9.201,
  "powerDensity_nw_per_um2": 362.3,
  "drv_slew": 0,
  "period_minus_slack_ns": 4.027,
  "ios": 69,
  "startpoint_type": "register",
  "insertion_delay_ns": 0.56,
  "place_area_um2": 21250,
  "area_leaders": "dfrtp_1 (35%), mux2_2 (11%), mux2i_1 (5.2%)",
  "max_stage_delay_ns": 0.53,
  "first_pass_iters": 6,
  "cts_htree_levels": 2,
  "syn_area_per_cell_um2": 9.314,
  "cp-end-kind": "register",
  "grt_usage": 0.2284,
  "yosys_cells": 2125,
  "rsz0062_at_grt": "no",
  "fin_ws_ns": 5.073,
  "coreArea_um2": 64810,
  "lay_top_count": "dfrtp_1",
  "grt_max_degree": 105,
  "fmax_ghz": 0.2483,
  "num_vias": 17633,
  "hold_violations": 0,
  "post-dp-hpwl_um": 51840,
  "antennaDiodeCount": 0,
  "setup_violations": 0,
  "port_buffers": 68,
  "synth_xor_xnor_area_share": 0.004425,
  "routabilityCongestion": 0.9662,
  "arrival_ns": 4.53,
  "clk_path_buf_depth": 3,
  "cts_tree": "built",
  "post_drt_wl_per_cell_um": 24.94,
  "warning_count": 58,
  "drv_cap": 0,
  "dieArea_um2": 67000,
  "cts_root_buf": "clkbuf_16",
  "fin_util": 0.3455,
  "grt.overflow.total": 0,
  "async_flop_share": 0.9928,
  "aoi_share": 0.2060,
  "tightestPinTransition_ns": 0.9003,
  "wl_um": 74590,
  "first_global_vias": 17106,
  "unclocked_regs": 1,
  "area_delta_synth_final_pct": 13.14,
  "chipHeight_um": 258.9,
  "crit_type": "register to register",
  "synth_adder_area_share": 0.03363,
  "hp-class": "register to register",
  "layout-drive-gt1-share": 0.1873,
  "slew_headroom": 0.3984,
  "drtAntennaViolNets": 0
}
==> worst max-delay path: cells and delay by family (launching register included) <==
| family | cells | cell delay (ns) |
|---|---|---|
| flops | 1 | 0.32 |
| simple gates | 5 | 1.06 |
| compound gates | 5 | 1.06 |
| buf+inv | 3 | 0.99 |
| fa+ha+maj | 1 | 0.53 |
==> power by group <==
part	internal, mW	switching (mW)
Sequential	1.64	0.680
Combinational	1.76	2.64
Clock	0.833	0.554
Total	4.23	3.88
==> cells in the mapped netlist (all sizes together) (6+ instances only) <==
master     n
nand2b    25
o32ai     10
o22a       6
o21ai    154
nor4      16
xor2       6
buf       67
o22ai     33
a41oi      7
or4        8
and2       7
nand2    138
o211ai    12
nand3     40
a31oi     21
o2bb2ai    6
o31ai     15
nor2     187
or2        8
a22oi     26
a2bb2oi    6
mux4      39
nor2b     30
a21oi    147
nor3      47
o311ai     8
mux2     195
and3      14
o21a       7
o221ai    20
a211o      8
ha        50
o2111ai    6
or3       11
a211oi    28
clkbuf   115
a221oi    28
a22o      16
dfrtp    275
nand4     16
a21o      11
mux2i    103
inv       82
==> kinds of logic after synthesis <==
| logic type | Yosys count |
|---|---|
| latches | 1 |
| DFF | 276 |
| and+or+nand+nor | 569 |
| xor gates and xnor gates | 10 |
| AOI/OAI and AO/OA | 615 |
| adders and majority gates | 52 |
| muxes | 337 |
| buffers and inverters | 265 |
==> path summary, 6_finish.rpt <==
| check | start | endpoint | slack, ns | cells after the start |
|---|---|---|---|---|
| max | reg_B[2] | zf | 5.07 | 14 |
| min | smdr[12] | smdr[12] | 0.37 | 0 |
| max reg2reg | reg_B[2] | zf | 5.07 | 14 |
| min reg2reg | smdr[12] | smdr[12] | 0.37 | 0 |
| max in group asynchronous | reset | wb_ir[12] | 6.17 | 3 |
| min in group asynchronous | reset | wb_ir[9] | 1.29 | 1 |
==> routing by layer <==
layer	up-vias	wire length, µm	GRT usage
met2	939	33840	0.3470
met3	193	6806	0.05101
met1	8601	30870	0.3267
met5	-	13	0
li1	7898	-	-
met4	2	3052	0.07857
==> flip-flops by register name, indices dropped and copies added, names as in the netlist <==
register  count
id_ir        16
pc            8
zf            1
reg_C        16
reg_C1       16
gr          128
dw            1
nf            1
ex_ir         8
reg_A        16
mem_ir        8
wb_ir         8
smdr1        16
state         1
smdr         16
alu.cf        1
reg_B        16
==> final cells by class <==
class / instances / area, µm²
multi-input combinational: 1583 / 11780
timing repair buffer: 131 / 1171
clock buffer: 48 / 964.7
fill: 6442 / 42420
clock inverter: 14 / 172.7
inverter: 83 / 311.5
tap: 855 / 1070
sequential: 277 / 6925
==> through the flow <==
step           cells  total power [mW]
3_5_place_dp    2929             6.623
3_3_place_gp    2929             6.657
2_1_floorplan   2125             5.079
4_1_cts         2991             8.050
6_report        2991             8.112
5_1_grt         2991             8.581
No activity file was given, so power comes from the tool's default toggle rates.
